File: ./design.v
module Adder(output [31:0] z, input [31:0] a, b);
    assign z = a + b;
endmodule
File: ./run.sh
#!/bin/bash
# OpenROAD 26Q1-2900-gdf79404cd8, Yosys 0.63+post, stock flow scripts
make -C /OpenROAD-flow-scripts/flow DESIGN_CONFIG=/design/flow/config.mk WORK_HOME=/design/flow/orfs finish
File: ./config.mk
export PLATFORM = sky130hd
export DESIGN_NAME = Adder
export DESIGN_NICKNAME = Adder
export VERILOG_FILES = /design/flow/design.v
export SDC_FILE = /design/flow/constraint.sdc
export NUM_CORES = 4
export LEC_CHECK = 1
export CORE_AREA = 10 10 94 94
export DIE_AREA = 0 0 104 104
File: ./constraint.sdc
current_design Adder

set clk_period 14.5
set clk_io_pct 0.2

create_clock -name clk0 -period $clk_period

set non_clock_inputs [all_inputs -no_clocks]
set_input_delay [expr $clk_period * $clk_io_pct] -clock clk0 $non_clock_inputs
set_output_delay [expr $clk_period * $clk_io_pct] -clock clk0 [all_outputs]
==> run notes <==
run metrics: clock buffer count 0, wire length per cell 13.9 um, critical path class in2out, PortBufs approximately 96, Flop pwr share 0%, CP Capture Type primary output, status complete, no violations, die width around 100 um, Layout Utilization approximately two fifths, grt ovf 0, Tool Warnings 32, Syn Std Cell Area 0.00174 mm^2, Logic pwr share 100.0%, Fin. Hold Viols 0, switching share of power between 30% and 40%, Core Rows 30, number of global-route vias before repair between 2000 and 2500, Top cell excl fill/tap clkdlybuf4s50_1, synth-to-layout area growth 59.5%, core area ~0.007 mm^2, Critical Path RT around 12000 ps, # diodes 0, GRT Overall Usage 10.2%, synth warn 0, final worst slack 5720 ps, Tcrit/Tclk final between 60% and 70%, Switch Pwr ~53 uW, Leakage approximately 0.0012 uW, YS chip area 0.00174 mm^2, routed via count around 2100, largest net degree at the start of global routing 11, Rel. slew slack between 60% and 70%, Final Cell Area between 0.002 and 0.003 mm^2, initial DRC count about 120, Cell Type Count around 50, most numerous logic cells after layout clkdlybuf4s50_1, ha_1, a21oi_1, a21o_1, nand2_1, DR pass1 iterations 4, Pwr Density about 48 mW/mm^2, DIE HEIGHT approximately 100 um, CP arrival between 5000 and 6000 ps, fp util around 26%, Inst Count DP around 420, Final ANT Viol Nets 0, initial antenna violation count 0, Vias/cell a little under 5, DP Area between 0.002 and 0.003 mm^2, Clk pwr share 0%, worst-margin pin slew around 540 ps, layout cells sized above 1 under 10%, Final HPWL DP 5180 um, Cell Count, Final, Fillers Out roughly 420, Slew Limit Fails 0, pre-CTS WS around 5700 ps, MaxCap Viol Count 0, fmax ~0.11 GHz, Max FO, Critical Path 4, setup bufs post-CTS 0, gpl congestion between 0.8 and 0.9, final worst path period need approximately 8800 ps, Tightest Hold Check Type in2out, syn avg cell area between 7 and 8 um^2, Internal Power roughly 80 uW, Routed WL 5880 um, flip-flops 0, RSZ-0062 raised after global routing false, Hold-fix buffers, CTS 0, setup violators final 0, Yosys Instances 241, Setup TNS 0 ps, Gate Count Post-Synth 241, num ports 96, Worst setup SP type input port, post-synthesis sequential area ratio 0%, Flop area 0 um^2, DIE AREA 0.0108 mm^2, peak supply drop 0.0225 mV, DRC 0, first-pass GRT wire length around 9700 um, post-CTS sizing 0
[layout make-up]
cell class,instances,area [um^2]
Fill cell,728,4050
Tap cell,96,120
Timing Repair Buffer,96,961
Inverter,6,22.5
Multi-Input combinational cell,224,1680
[power groups by stage]
stage         registers [uW]  clock network [uW]  logic, uW
finish                     0                   0        133
global route               0                   0        148
CTS                        0                   0        135
[worst max-delay path: stages]
cell	delay (ps)
clkdlybuf4s50_1	400
ha_1	240
fa_1	400
a21o_1	220
a31o_2	270
nand3_1	90
o221ai_1	240
a311oi_1	340
o21bai_1	100
xor2_1	160
clkdlybuf4s50_1	490
[Yosys cell counts, types with 2 or more instances]
cell	instances	area [um^2]
a31oi_1	3	18.8
inv_1	6	22.5
a311oi_1	2	17.5
nand2b_1	2	12.5
nor2_1	12	45.0
o221ai_1	2	17.5
mux2i_1	2	20.0
o211ai_1	3	22.5
xor2_1	15	131
nand2_1	18	67.6
buf_2	2	10.0
ha_1	31	388
nor3_1	4	20.0
o21a_1	2	15.0
o21bai_1	4	30.0
a21o_1	19	143
or2_2	3	18.8
nand4_1	8	50.1
o311ai_1	2	17.5
a21oi_1	29	145
xnor2_1	13	114
a211oi_1	3	22.5
clkbuf_1	8	30.0
o21ai_0	13	65.1
nand3_1	10	50.1
[layer usage]
metal,track usage [%],up-vias,routed length [um]
li1,-,1087,-
met1,14.4,929,2970
met2,16.6,54,2610
met3,1.94,0,304
met4,0,0,0
met5,0,-,0
[cell families (layout without fill, tap and decap cells)]
group                      after synthesis  in the layout  synth area share (%)
AOI/OAI and AO/OA                       97             97                  39.3
xor gates and xnor gates                28             28                  14.1
buffers and inverters                   17            102                  3.80
and+or+nand+nor                         65             65                  18.3
muxes                                    2              2                  1.15
adders and majority gates               32             32                  23.4
[stage by stage]
step	total power (uW)	hold slack [ps]
3_3_place_gp	135	6830
2_1_floorplan	64.1	5870
6_report	133	6840
4_1_cts	135	6850
3_5_place_dp	134	6840
5_1_grt	148	6850
[path summary, 6_finish.rpt]
path,endpoint,slack [ps],from,cells after the start
max,z[26],5720,a[0],11
min,z[0],6840,b[0],3
No activity file was given, so power comes from the tool's default toggle rates.
