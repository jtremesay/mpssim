$ cat design/flow/design.v
module ALU( 
    output [31:0] z, 
    output zero,
    input [31:0] a, b, 
    input [3:0] mode
);
    assign z = a + b;
    assign zero = z == 0;
endmodule
module ALUControl(
    output [3:0] mode,
    input op,
    input [5:0] func
);
    assign mode = 0;
endmodule
module CPU(
    input [31:0] instr,
    output [31:0] pc,
    input [31:0] rval,
    output [31:0] wval, addr,
    output write,
    input clock, nreset
);
    wire [31:0] next_pc;
    ProgramCounter c_pc(
        .pc(pc), 
        .next_pc(next_pc),
        .clock(clock), 
        .nreset(nreset)
    );
    wire [4:0] reg_s, reg_t, reg_d;
    wire [15:0] imm;
    wire [25:0] jump_addr;
    wire [5:0] func, op;
    InstructionDecoder c_id(
        .op(op),
        .func(func),
        .reg_s(reg_s),
        .reg_t(reg_t),
        .reg_d(reg_d),
        .imm(imm),
        .jump_addr(jump_addr),
        .instr(instr)
    );
    wire reg_d_sel, jump, branch, mem_to_reg, mem_write, alu_sel, reg_write;
    wire [0:0] alu_op;
    Control c_ctrl(
        .reg_d_sel(reg_d_sel), 
        .jump(jump), 
        .branch(branch), 
        .mem_to_reg(mem_to_reg),
        .mem_write(write), 
        .alu_sel(alu_sel), 
        .reg_write(reg_write),
        .alu_op(alu_op), 
        .op(op)
    );
    wire [31:0] s, t, d;
    RegisterFile c_regfile(
        .s(s),
        .t(t),
        .reg_s(reg_s),
        .reg_t(reg_t),
        .reg_d(reg_d_sel ? reg_d : reg_t),
        .d(d),
        .reg_write(reg_write)
    );
    wire [31:0] imm_ext;
    SignExtender c_se(
        .imm_ext(imm_ext),
        .imm(imm)
    );
    wire [3:0] alu_mode;
    ALUControl c_aluctrl(
        .mode(alu_mode),
        .op(alu_op),
        .func(func)
    );
    wire [31:0] alu_z;
    wire alu_zero;
    ALU alu(
        .z(alu_z),
        .zero(alu_zero),
        .a(s),
        .b(alu_sel ? imm_ext : t),
        .mode(alu_mode)
    );
    assign wval = t;
    assign addr = alu_z;
    assign d = mem_to_reg ? rval : alu_z;
    PCNext pc_next(
        .next_pc(next_pc),
        .pc(pc),
        .imm(imm_ext),
        .addr(jump_addr),
        .jump(jump),
        .branch(branch),
        .zero(alu_zero)
    );
endmodule
module Control(
    output reg_d_sel, jump, branch, mem_to_reg, mem_write, alu_sel, reg_write,
    output [0:0] alu_op,
    input [5:0] op
);
    assign jump = 0;
endmodule
module InstructionDecoder(
    output [5:0] op, func,
    output [4:0] reg_s, reg_t, reg_d,
    output [15:0] imm,
    output [25:0] jump_addr,
    input [31:0] instr
);
    assign op = instr[31:26];
    assign func = instr[5:0];
    assign reg_s = instr[25:21];
    assign reg_t = instr[20:16];
    assign reg_d = instr[15:11];
    assign imm = instr[15:0];
    assign jump_addr = instr[25:0];
endmodule
module PCNext(
    output [31:0] next_pc,
    input [31:0] pc, imm,
    input [25:0] addr,
    input jump, branch, zero
);
    wire [31:0] pc_inc = pc + 4;
    wire [31:0] pc_jump = {pc_inc[31:28], (addr << 2)};
    wire [31:0] pc_branch = pc_inc + (imm << 2);
    assign next_pc = jump ? pc_jump : (branch & zero) ? pc_branch : pc_inc;
endmodule
module ProgramCounter(
    output reg [31:0] pc, 
    input [31:0] next_pc,
    input clock, nreset
);
    always @(posedge clock, negedge nreset) begin
        if (!nreset) begin
            pc <= 0;
        end else begin
            pc <= next_pc;
        end
    end
endmodule
module RegisterFile(
    output [31:0] s, t, 
    input [4:0] reg_s, reg_t, reg_d, 
    input [31:0] d, 
    input reg_write
);
    reg [31:0] registers [31:1];  
    assign s = reg_s == 0 ? 0 : registers[reg_s];
    assign t = reg_t == 0 ? 0 : registers[reg_t];
    always @(*) begin
        if (reg_write && reg_d > 0) begin
            registers[reg_d] <= d;
        end
    end
endmodule
module SignExtender(
    output [31:0] imm_ext, 
    input [15:0] imm
);
    assign imm_ext = { {16{imm[15]}}, imm};
endmodule
module RAM #(
    parameter SIZE=256
) (
    output [31:0] rval, 
    input [31:0] wval, addr, 
    input we
);
    reg [31:0] data [SIZE - 1:0];
    assign rval = data[addr];
    always @(*) begin
        if (we) begin
            data[addr] <= wval;
        end
    end
endmodule
module ROM #(
    parameter SIZE=256
) (
    output reg [31:0] val, 
    input [31:0] addr
);
    reg [31:0] data [SIZE - 1:0];
    always @(*) begin
        val <= data[addr];
    end
endmodule
module main(
    output [31:0] instr, pc, rval, wval, addr,
    output write,
    input clock, nreset
);
    wire [31:0] instr, pc;
    ROM instr_mem(
        .val(instr),
        .addr(pc)
    );
    wire [31:0] rval, wval, addr;
    wire write;
    RAM data_mem(
        .rval(rval),
        .wval(wval),
        .addr(addr),
        .we(write)
    );
    CPU cpu(
        .instr(instr),
        .pc(pc),
        .rval(rval),
        .wval(wval),
        .addr(addr),
        .write(write),
        .clock(clock),
        .nreset(nreset)
    );
endmodule
$ cat design/flow/run.sh
#!/bin/bash
# OpenROAD 26Q1-2900-gdf79404cd8, Yosys 0.63+post, stock flow scripts
make -C /OpenROAD-flow-scripts/flow DESIGN_CONFIG=/design/flow/config.mk WORK_HOME=/design/flow/orfs finish
$ cat design/flow/config.mk
export PLATFORM = sky130hd
export DESIGN_NAME = main
export DESIGN_NICKNAME = main
export VERILOG_FILES = /design/flow/design.v
export SDC_FILE = /design/flow/constraint.sdc
export NUM_CORES = 4
export LEC_CHECK = 1
export CORE_AREA = 10 10 94 94
export DIE_AREA = 0 0 104 104
export SYNTH_MEMORY_MAX_BITS = 65536
$ cat design/flow/constraint.sdc
current_design main

set clk_period 6.8
set clk_io_pct 0.2

create_clock -name clk0 -period $clk_period [get_ports {clock}]

set non_clock_inputs [all_inputs -no_clocks]
set_input_delay [expr $clk_period * $clk_io_pct] -clock clk0 $non_clock_inputs
set_output_delay [expr $clk_period * $clk_io_pct] -clock clk0 [all_outputs]
==> impl_metrics.env <==
# implementation run metrics
export IMPL_status="completed"
export IMPL_post_cts_resized=0
export IMPL_reg2regPathDepth=5
export IMPL_die_y_um=104
export IMPL_fmax_ghz=0.3761
export IMPL_setup_viol=0
export IMPL_vias=1289
export IMPL_synth_cell_types=19
export IMPL_wirelength_um=4570
export IMPL_drtIter0Drc=69
export IMPL_grt_pass1_vias=1425
export IMPL_slowest_stage="clkdlybuf4s50_1"
export IMPL_largest_reg_flops=30
export IMPL_yosys_warnings=650
export IMPL_clock_sinks=30
export IMPL_dr_pass1_iters=4
export IMPL_crit_chain="clkdlybuf4s50_1"
export IMPL_cp_required_ns=5.44
export IMPL_syn_area_sq_um=2303
export IMPL_r2r_slack_ns=5.10
export IMPL_ys_area_sq_um=2303
export IMPL_final_hold_viol_count=0
export IMPL_place_area_sq_um=2246
export IMPL_crit_path_end_kind="output pin"
export IMPL_detail_route_wl_per_cell_um=11.96
export IMPL_grtUsageTotal_pct=7.546
export IMPL_die_w_um=104
export IMPL_fill_cells=714
export IMPL_clkTransAtPathRegs_ns=0.06
export IMPL_cap_violations=0
export IMPL_ir_drop_mv=0.08447
export IMPL_clock_latency_ns=0.27
export IMPL_p_leak_nw=1.225
export IMPL_cts_path_max_buffers=2
export IMPL_tns_ns=0
export IMPL_h_tree_depth=2
export IMPL_r2r_start="cpu.c_pc.pc[9]"
export IMPL_core_sq_um=6832
export IMPL_finalCriticalPeriod_ns=2.659
export IMPL_startpoint_type="flip-flop"
export IMPL_synth_flops=30
export IMPL_placed_cells=375
export IMPL_vias_per_cell=3.374
export IMPL_crit_buf_inv=1
export IMPL_post_cts_buffers=0
export IMPL_gp_congestion=0.7726
export IMPL_final_cell_mix="conb_1, clkdlybuf4s50_1, dfrtp_1"
export IMPL_grt_max_degree=31
export IMPL_cts_buffers=5
export IMPL_largest_registers="cpu.c_pc.pc (30)"
export IMPL_critPathMaxFanout=6
export IMPL_p_total_w=0.0003693
export IMPL_hold_path_startpoint="cpu.c_pc.pc[31]"
export IMPL_top_register="cpu.c_pc.pc"
export IMPL_fin_crit_sh_pct=39.11
export IMPL_r2r_end="cpu.c_pc.pc[31]"
export IMPL_postCtsHoldBufs=0
export IMPL_dp_hpwl_um=3855
export IMPL_arrival_ns=1.30
export IMPL_criticalPathCategory="flip-flop to output pin"
export IMPL_final_cell_count_no_fill=382
export IMPL_rsz0062_at_grt="no"
export IMPL_drc=0
export IMPL_drive_gt1_share_pct=4.196
export IMPL_grt_overflow=0
export IMPL_insertedDiodeCount=0
export IMPL_row_count=30
export IMPL_io_pins=163
export IMPL_synth_seq_share_pct=32.59
export IMPL_holdPathStages=1
export IMPL_min_to="cpu.c_pc.pc[31]"
export IMPL_cts_tree="yes"
export IMPL_io_buffers=31
export IMPL_syn_inst=248
export IMPL_floorplan_core_util_pct=33.72
export IMPL_clock_skew_final_ns=0.006537
export IMPL_grt_pass1_wl_um=6962
export IMPL_layout_top_cell="conb_1"
export IMPL_crit_family="buffers and inverters"
export IMPL_slowest_delay_ns=0.54
export IMPL_postRouteAntennaNets=0
export IMPL_min_path_type="flip-flop to flip-flop"
export IMPL_fin_area_sq_um=2359
export IMPL_finalMaxSlewViolations=0
export IMPL_cts_root_buf="clkbuf_8"
export IMPL_antenna_found_initial=0
export IMPL_ys_cells=248
export IMPL_avgSynthCellArea_sq_um=9.288
export IMPL_tool_warnings=25
export IMPL_dieArea_sq_um=10820
export IMPL_powerDensity_nw_per_um2=156.6
export IMPL_area_growth_pct=2.390
==> power breakdown <==
part / switching (W) / leakage [nW] / internal (W) / total (W)
clock network: 0.0000646 / 0.0573 / 0.000117 / 0.000182
logic: 0.00000827 / 0.758 / 0.000000880 / 0.00000915
registers: 0 / 0.410 / 0.000178 / 0.000178
==> metal layers <==
metal  up-vias  GRT usage [%]  wire length (um)
li1        598              -                 -
met3         2          4.386               505
met4         0         0.6958                 9
met1       598          8.830              1910
met2        91          12.16              2145
met5         -              0                 0
==> synthesized netlist by cell type <==
master / instances / area, sq um
nor2_2: 1 / 6.260
nand3_1: 7 / 35.03
ha_1: 1 / 12.51
nor3_1: 4 / 20.02
nor2_1: 10 / 37.54
and2_1: 1 / 6.260
nor4_4: 1 / 21.27
conb_1: 1 / 3.750
or4_4: 1 / 11.26
buf_4: 131 / 983.4
xor2_1: 12 / 105.1
and4_1: 1 / 8.760
nand2_1: 15 / 56.30
inv_1: 4 / 15.01
xnor2_1: 16 / 140.1
dfrtp_1: 30 / 750.7
nand4_4: 1 / 21.27
nand4_1: 7 / 43.79
and3_1: 4 / 25.02
==> how the worst max path moves through the flow <==
stage / startpoint / to / cells after the start / slack (ns)
after CTS: cpu.c_pc.pc[4] / pc[4] / 1 / 4.11
after global routing: cpu.c_pc.pc[4] / pc[4] / 1 / 4.07
final: cpu.c_pc.pc[4] / pc[4] / 1 / 4.14
==> final cells by class <==
cell class	instances	area (sq um)	share of cell area (%)
Clock buffer	6	82.58	3.501
Timing Repair Buffer	32	317.8	13.47
Sequential cell	30	750.7	31.83
Multi-Input combinational cell	213	1042	44.19
Clock inverter	1	30.03	1.273
Inverter	4	15.01	0.6366
Tap cell	96	120.1	5.093
==> stage by stage <==
step | worst slack [ns] | hold WS (ns) | util (%)
after global placement | 4.420 | 0.4630 | 32.88
after detailed placement | 4.419 | 0.4679 | 32.88
after global routing | 4.069 | 0.5092 | 34.52
final | 4.141 | 0.4791 | 34.52
after CTS | 4.107 | 0.4807 | 34.52
after floorplan | 5.027 | 0.4244 | -
==> kinds of logic after synthesis <==
logic type / after synthesis / share of synthesized area, %
adders and majority gates: 1 / 0.5431
buffers and inverters: 135 / 43.35
other: 1 / 0.1628
xor gates and xnor gates: 28 / 10.65
DFF: 30 / 32.59
and+or+nand+nor: 53 / 12.71
Power figures rest on the tool's default switching activity, not on a simulated workload.
